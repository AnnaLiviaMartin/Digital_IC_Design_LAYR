**./design.v**
```verilog
`timescale 1ns/1ps
module prng (
    input logic clk,
    output logic [255 : 0] random
);
localparam seed = 256'h1;
logic [255 : 0] lfsr = seed;
logic [0 : 0] feedback;
always_ff @(posedge clk) begin
    feedback = lfsr[255] ^ lfsr[9] ^ lfsr[4] ^ lfsr[1] ^ lfsr[0];
    lfsr = {lfsr[254 : 0], feedback};
    random = lfsr;
end
endmodule
```
**./run.sh**
```bash
#!/bin/bash
# OpenROAD 26Q1-2900-gdf79404cd8, Yosys 0.63+post, stock flow scripts
make -C /OpenROAD-flow-scripts/flow DESIGN_CONFIG=/design/flow/config.mk WORK_HOME=/design/flow/orfs finish
```
**./config.mk**
```make
export PLATFORM = sky130hd
export DESIGN_NAME = prng
export DESIGN_NICKNAME = prng
export VERILOG_FILES = /design/flow/design.v
export SDC_FILE = /design/flow/constraint.sdc
export NUM_CORES = 4
export LEC_CHECK = 1
export CORE_UTILIZATION = 50
```
**./constraint.sdc**
```tcl
current_design prng

set clk_period 1.2
set clk_io_pct 0.2

create_clock -name clk0 -period $clk_period [get_ports {clk}]

set non_clock_inputs [all_inputs -no_clocks]
set_input_delay [expr $clk_period * $clk_io_pct] -clock clk0 $non_clock_inputs
set_output_delay [expr $clk_period * $clk_io_pct] -clock clk0 [all_outputs]
```
==> run summary <==
worst slew pin tran -> 0.188 ns
Seq/Total Area, Yosys -> 0.996
Worst path max stage delay -> 0.31 ns
Finished Cell Area -> 13500 µm²
CTS tree -> yes
MaxCap Viol Count -> 0
GRT Total Usage -> 0.169
Finished Layout Cells -> 1120
Final HPWL DP -> 10200 µm
ant diodes -> 0
vias after detailed routing -> 4517
# Cells Yosys -> 515
number of routed nets with antenna violations -> 0
xor/xnor share -> 0.00389
stage-log warning count -> 28
RSZ-0062 raised after global routing -> yes
IO Pins -> 257
relative slew slack -> 0.874
WP buf/inv -> 1
adder-cell area share of the yosys netlist -> 0
Critical Path, Cell by Cell -> buf_2
gr ovfl total -> 0
Largest logic family -> XOR/XNOR gates
placed cells -> 1041
clock-pin slew on the worst setup and hold paths -> 0.07 ns
Hold Path Class -> register to register
CTS buffer count -> 45
initial antenna violation count -> 0
Worst EP arrival -> 0.95 ns
largest net degree at the start of global routing -> 16
placed inst area -> 13200 µm²
skew final -> 0.0110 ns
number of global-route vias before repair -> 4590
Yosys Warn Count -> 1
Yosys reg bits -> 512
fp_density -> 0.509
die height -> 145 µm
final setup vio count -> 0
first-pass GRT wire length -> 25800 µm
GP Congestion -> 0.761
CP max FO -> 1
Cell Pwr Density -> 2280 nW/µm²
Post-Route WL -> 16700 µm
Syn Inst Count -> 515
wire per inst -> 14.9 µm
leakage power -> 6.35 nW
Setup TNS -> 0 ns
WP data required -> 0.96 ns
hold buffer count at CTS -> 0
endpoint class of the critical path -> primary output
H-tree Lvls -> 2
Hold Vio Cnt, Final -> 0
Mapped Area -> 10300 µm²
FILL cells -> 1441
fmax -> 842 MHz
area grow syn2layout -> 31.3%
max-slew violations -> 0
drt first pass iters -> 4
result of the run -> complete, no violations
layout cell share with drive strength beyond 1 -> 0.468
Die Width -> 145 µm
Core Region -> 20200 µm²
CP top delay family -> flip-flops
num rows -> 52
Avg Inst Size Synth -> 20.0 µm²
total clock sinks -> 512
clk latency of the worst-skew pair -> 0.52 ns
DRT iter0 DRCs -> 122
Hold Slack -> 0.336 ns
Chip Area, Yosys -> 10300 µm²
routed vias/inst -> 4.03
Slowest cell on crit path -> dfxtp_2
I/O Buffers -> 256
reg-to-reg slack, setup -> 0.18 ns
Startpoint Class -> register
post-layout util -> 0.668
DRC -> 0
and+or+nand+nor area frac -> 0
mux share -> 0
Max Root-Sink Buffers -> 3
Netlist cell types -> 4
Clock Tree Root -> clkbuf_16
Crit Path Class -> register to primary output
Die ar. -> 21200 µm²
part of the cycle the worst path needs -> 0.990
crit path time final -> 1.19 ns
peak supply drop -> 0.00158 V
yosys aoi share -> 0
==> final timing paths <==
check	to	depth (start not counted)	start
setup reg to reg	random[0]	2	lfsr[1]
hold reg to reg	random[221]	0	lfsr[220]
setup / recovery	random[146]	1	random[146]
hold / removal	random[221]	0	lfsr[220]
==> power breakdown <==
part           internal [mW]   total, mW  switching [mW]
sequential              17.0        17.0               0
clock                   8.20        13.8            5.60
combinational              0  0.00000146               0
total                   25.2        30.8            5.60
==> final cells by class <==
type                            count  area, µm²  area share
Clock inverter                     15        150      0.0111
Multi-Input combinational cell      3       40.0     0.00296
Timing Repair Buffer              256       1340      0.0990
Tap cell                          270        338      0.0250
Clock buffer                       64       1310      0.0968
Sequential cell                   512      10300       0.765
==> repair_timing <==
action / in CTS / in global routing
setup buffers: 0 / 0
resized: 884 / 20
setup endpoints to repair: 256 / 121
==> kinds of logic (layout without fill, tap and decap cells) <==
kind of cell | Yosys count | in the layout
XOR/XNOR | 3 | 3
buffers and inverters | 0 | 335
flip-flops | 512 | 512
==> stage by stage <==
stage | worst slack [ns] | power, mW
floorplan | 0.244 | 17.4
global placement | 0.142 | 17.4
detailed placement | 0.147 | 17.4
CTS | -0.0195 | 31.1
global route | -0.0396 | 31.9
finish | 0.0125 | 30.8
==> Yosys cell counts <==
cell type,count,area share
dfxtp_1,512,1.0
xnor2_1,1,0.00085
xnor3_1,1,0.0022
xor2_1,1,0.00085
==> sequential cells by signal, summed over array words and instances, names as in the netlist <==
| name | cells |
|---|---|
| random | 256 |
| lfsr | 256 |
==> cells in the final DEF, fill, tap and decap left out <==
cell / n
dfxtp_2: 71
bufinv_16: 3
clkinv_2: 12
xnor2_1: 1
clkbuf_16: 45
dfxtp_1: 441
buf_6: 9
xnor3_1: 1
xor2_1: 1
clkbuf_1: 8
buf_2: 247
clkbuf_8: 11
==> metal layers <==
layer,vias up,wire length [µm],track usage,part of all wire
met2,192,7090,0.235,0.43
li1,2212,-,-,-
met5,-,0,0,0
met4,0,362,0.0416,0.022
met3,36,2000,0.0810,0.12
met1,2077,7220,0.257,0.43
Power and IR drop assume default switching activity.
