### flow/config.mk
export PLATFORM = sky130hd
export DESIGN_NAME = ascon_statmachine_top
export DESIGN_NICKNAME = ascon_statmachine_top
export VERILOG_FILES = /design/flow/design.v
export SDC_FILE = /design/flow/constraint.sdc
export NUM_CORES = 4
export LEC_CHECK = 1
export CORE_UTILIZATION = 30
### flow/constraint.sdc
current_design ascon_statmachine_top

set clk_period 95.0
set clk_io_pct 0.2

create_clock -name clk0 -period $clk_period [get_ports {clk}]

set non_clock_inputs [all_inputs -no_clocks]
set_input_delay [expr $clk_period * $clk_io_pct] -clock clk0 $non_clock_inputs
set_output_delay [expr $clk_period * $clk_io_pct] -clock clk0 [all_outputs]
### flow/run.sh
#!/bin/bash
# OpenROAD 26Q1-2900-gdf79404cd8, Yosys 0.63+post, stock flow scripts
make -C /OpenROAD-flow-scripts/flow DESIGN_CONFIG=/design/flow/config.mk WORK_HOME=/design/flow/orfs finish
### flow/design.v
module ascon_permutation (
    input logic clk,
    input logic permutation_start,
    input logic [319:0] state_in,
    output logic [319:0] state_out,
    output logic permutation_done
);
function [63:0] round_constant;
    input integer index;
    begin
        case (index)
            0: round_constant = 64'h000000000000003c;
            1: round_constant = 64'h000000000000002d;
            2: round_constant = 64'h000000000000001e;
            3: round_constant = 64'h000000000000000f;
            4: round_constant = 64'h00000000000000f0;
            5: round_constant = 64'h00000000000000e1;
            6: round_constant = 64'h00000000000000d2;
            7: round_constant = 64'h00000000000000c3;
            8: round_constant = 64'h00000000000000b4;
            9: round_constant = 64'h00000000000000a5;
            10: round_constant = 64'h0000000000000096;
            11: round_constant = 64'h0000000000000087;
            default: round_constant = 64'h0000000000000000;
        endcase
    end
endfunction
function [63:0] rot;
    input [63:0] x;     
    input [5:0] n;      
    begin
        rot = (x >> n) | (x << (64 - n));   
    end
endfunction
logic [3:0] round;
logic [63:0] s0, s1, s2, s3, s4;  
logic [63:0] s0_next, s1_next, s2_next, s3_next, s4_next;
logic [63:0] T[4:0];
always @(posedge clk) begin
    if (permutation_start && !permutation_done) begin
        s2 = s2 ^ round_constant(round);
        s0_next = s0 ^ s4;
        s4_next = s4 ^ s3;
        s2_next = s2 ^ s1;
        T[0] = (s0_next ^ 64'hFFFFFFFFFFFFFFFF) & s1;
        T[1] = (s1 ^ 64'hFFFFFFFFFFFFFFFF) & s2_next;
        T[2] = (s2_next ^ 64'hFFFFFFFFFFFFFFFF) & s3;
        T[3] = (s3 ^ 64'hFFFFFFFFFFFFFFFF) & s4_next;
        T[4] = (s4_next ^ 64'hFFFFFFFFFFFFFFFF) & s0_next;
        s0_next = s0_next ^ T[1];
        s1_next = s1 ^ T[2];
        s2_next = s2_next ^ T[3];
        s3_next = s3 ^ T[4];
        s4_next = s4_next ^ T[0];
        s1_next = s1_next ^ s0_next;
        s0_next = s0_next ^ s4_next;
        s3_next = s3_next ^ s2_next;
        s2_next = s2_next ^ 64'hFFFFFFFFFFFFFFFF;
        s0_next = s0_next ^ rot(s0_next, 19) ^ rot(s0_next, 28);
        s1_next = s1_next ^ rot(s1_next, 61) ^ rot(s1_next, 39);
        s2_next = s2_next ^ rot(s2_next, 1) ^ rot(s2_next, 6);
        s3_next = s3_next ^ rot(s3_next, 10) ^ rot(s3_next, 17);
        s4_next = s4_next ^ rot(s4_next, 7) ^ rot(s4_next, 41);
        s0 = s0_next;
        s1 = s1_next;
        s2 = s2_next;
        s3 = s3_next;
        s4 = s4_next;
        if (round == 11) begin  
            state_out = {s0_next, s1_next, s2_next, s3_next, s4_next};
            permutation_done <= 1;
        end else begin
            round <= round + 1;
        end
    end else if (!permutation_start) begin
        round <= 0;
        permutation_done <= 0;
        state_out <= 0;
        s0 <= state_in[319:256];
        s1 <= state_in[255:192];
        s2 <= state_in[191:128];
        s3 <= state_in[127:64];
        s4 <= state_in[63:0];
    end
end
endmodule
module ascon_state_machine ( 
    input logic clk,
    input logic rst_n,
    input logic msg_start,
    input logic msg_last,
    input logic permutation_done,
    input logic absorb_done,
    output reg [2:0] current_state,
    output reg hash_ready,
    output reg [2:0] squeeze_counter
);
localparam INIT = 3'b000;
localparam IDLE = 3'b001;
localparam ABSORB = 3'b010;
localparam PERMUTE = 3'b011;
localparam SQUEEZE = 3'b100;
always @(posedge clk or negedge rst_n) begin
    if (!rst_n) begin
        current_state <= INIT;
        squeeze_counter <= 2'd0;
        hash_ready <= 1'b0;
    end else begin
        case (current_state)
            INIT: begin  
                current_state <= PERMUTE;
                squeeze_counter <= 2'd0;
                hash_ready <= 1'b0;
            end
            IDLE: begin
                if (msg_start == 1'b1) begin
                    current_state <= ABSORB;
                end else begin
                    current_state <= IDLE;
                end
            end
            ABSORB: begin  
                if(msg_start == 1'b1 && absorb_done == 1'b1)
                    current_state <= PERMUTE;
                else if(msg_start == 1)
                    current_state <= ABSORB;
                else
                    current_state <= IDLE;
            end
            PERMUTE: begin  
                if(msg_last == 1'b0 && permutation_done) begin
                    current_state <= IDLE;
                end else if(msg_last == 1'b1 && permutation_done) begin  
                    current_state <= SQUEEZE;
                end else begin
                end
            end
            SQUEEZE: begin  
                if (squeeze_counter == 3) begin
                    current_state <= IDLE;
                    hash_ready = 1'b1;
                end else begin
                    current_state <= PERMUTE;
                    squeeze_counter <= squeeze_counter + 1;
                end if(hash_ready == 1'b1)
                        squeeze_counter <= 2'd0;
            end
            default: begin
                current_state <= IDLE;
            end
        endcase
    end
end
endmodule
module ascon_statmachine_top (
    input logic clk,
    input logic rst_n,
    input logic [63:0] msg_in,
    input logic msg_start,
    input logic msg_last,
    output logic [0:255] hash_out,
    output wire hash_ready
);
logic [319:0] state_in;
wire [319:0] state_out;
wire [2:0] current_state;  
wire [319:0] permutation_out;
wire [2:0] squeeze_counter;
logic permutation_done;
logic absorb_done;
logic msg_start_prev;
logic msg_start_short;
logic [1:0] pulse_counter;
localparam INIT = 3'b000;
localparam IDLE = 3'b001;
localparam ABSORB = 3'b010;
localparam PERMUTE = 3'b011;
localparam SQUEEZE = 3'b100;
localparam [63:0] IV = 64'h0000080100cc0002;
reg [319:0] state_reg;
ascon_state_machine state_machine (
    .clk(clk),
    .rst_n(rst_n),
    .msg_start(msg_start_short),  
    .msg_last(msg_last),
    .permutation_done(permutation_done),
    .absorb_done(absorb_done),
    .current_state(current_state),
    .hash_ready(hash_ready),
    .squeeze_counter(squeeze_counter)
);
ascon_permutation ascon_permutation (
    .clk(clk),
    .state_in(state_reg),  
    .permutation_start(current_state == PERMUTE),  
    .state_out(permutation_out),
    .permutation_done(permutation_done)
);
always @(posedge clk) begin
    if (!rst_n) begin
        state_reg <= {IV, 256'b0};     
    end else begin
        case (current_state)
            INIT: state_reg <= {IV, 256'b0};  
            IDLE: begin 
                state_in = state_reg;  
                absorb_done <= 0;
            end
            ABSORB: begin
                    if(absorb_done == 0)
                        state_reg <= {state_reg[319:256] ^ msg_in, state_reg[255:0]};  
                        absorb_done <= 1;
                    if(absorb_done == 1) begin
                        absorb_done <= 0;
                        end
                    end 
            PERMUTE: begin   
                    if (permutation_done)
                        state_reg <= permutation_out;  
                    end
            SQUEEZE: begin
                case (squeeze_counter)
                    0: hash_out[192:255] <= state_reg[319:256];  
                    1: hash_out[128:191] <= state_reg[319:256];  
                    2: hash_out[64:127] <= state_reg[319:256];  
                    3: hash_out[0:63] <= state_reg[319:256];  
                    default: hash_out = hash_out;  
                endcase
            end
            default: state_in = state_reg;  
        endcase
    end
end
always @(posedge clk or negedge rst_n) begin
    if (!rst_n) begin
        msg_start_prev <= 0;
        msg_start_short <= 0;
        pulse_counter <= 0;
    end else begin
        msg_start_prev <= msg_start;
        if (msg_start && !msg_start_prev) begin
            msg_start_short <= 1;
            pulse_counter <= 2'd2;
        end else if (pulse_counter > 0) begin
            pulse_counter <= pulse_counter - 1;
        end else begin
            msg_start_short <= 0;
        end
    end
end
endmodule
==> flow_summary_export.csv <==
group,metric,value,unit
floorplanning,io_pins,325,
synth,synth_top_area_share,43.6,%
worst_setup_path,worstPathBufferInverterCount,1,
synth,yosys_warnings,4,
drt,drt_iter0_drc,2919,
floorplanning,fp_util,30.3,%
job,drv_cap,0,
worst_setup_path,critPathSlowestCell,"clkdlybuf4s50_1",
synth,syn-mean-instance-area,12.5,um2
floorplanning,rows,166,
sta,hold_viol,0,
synth,yosysSeqAreaShare,54.7,%
sta,fmax,48.1,MHz
synth,async_reset_ff_share,1.05,%
worst_setup_path,cp_data_required_time,76.00,ns
worst_setup_path,crit_family,"buffers and inverters",
final_layout,area_growth,18.5,%
floorplanning,coreArea,205000,um2
worst_setup_path,crit_path_max_incr_delay,0.52,ns
worst_setup_path,path_cells,"clkdlybuf4s50_1",
global_route,grt_pass1_wl,271,mm
sta,setup_viol,0,
job,warnings,32,
worst_setup_path,r2r_start,"ascon_permutation.round[0]",
worst_setup_path,worstPathArrival,1.81,ns
drt,wl,190,mm
cts,clk_path_buf_depth,3,
floorplanning,die_h,457,um
drt,wl_per_cell,23.2,um
cts,cts_hold_buf,0,
sta,setup_tns,0,ns
synth,edf_count,902,
final_layout,utilization,35.9,%
place,pre_cts_slack,73.66,ns
synth,largest_area_cell,"edfxtp_1",
sta,setup_slack,74.19,ns
drt,firstDrtPassIters,5,
worst_setup_path,crit_fanout,1,
status,status,"finished clean",
drt,drc_errors,0,
place,hpwl,142,mm
synth,synth-cells-yosys,4983,
sta,rsz0062_at_grt,"false",
global_route,grt_pass1_vias,37300,
floorplanning,chipArea,209000,um2
global_route,grt_max_degree,112,
hold_path,hold_path.class,"reg -> reg",
place,port_buffers,324,
synth,ys.flops,1243,
worst_setup_path,critPathLaunchType,"flop",
final_layout,lay_top_cells,"edfxtp_1, nand2_1, nor2_1",
cts,cts_sinks,1243,
cts,clockRootBuffer,"clkbuf_16",
floorplanning,die_width,457,um
sta,final_max_slew_viol_count,0,
global_route,antenna_found_initial,9,
drt,vias,37900,
synth,ys_types,42,
sta,layout_min_cycle_time,20.81,ns
cts,clk_latency,0.80,ns
cts,cts_resized,0,
sta,worst_pin_slew,0.991,ns
synth,topCellsByArea,"edfxtp_1, dfxtp_1, xnor3_1, xnor2_1, xnor2_2",
sta,whs,0.498,ns
sta,finalCritPeriodShare,21.9,%
synth,ys.flop_type,"edfxtp_1",
synth,synth_cells,4983,
global_route,overflow,0,
cts,cts-htree-levels,4,
sta,slew_headroom,33.4,%
synth,ys_area,62100,um2
place,gp_congestion,0.973,
global_route,track_usage,19.0,%
final_layout,fillCellCount,19300,
final_layout,drive_gt1_share,10.8,%
synth,netlist_area,62100,um2
cts,cts_tree,"yes",
worst_setup_path,path_class,"reg -> out",
worst_setup_path,crit_path_start,"hash_out[10]",
drt,ant_nets,0,
cts,cts_made_buffers,133,
cts,clk_pin_slew,0.06,ns
sta,fin_skew,0.0553,ns
drt,viasPerCell,4.64,
hold_path,hold_path_startpoint,"ascon_permutation.state_out[70]",
cts,cts_setup_buffers,0,
final_layout,final_common_cell,"edfxtp_1",
worst_setup_path,end_kind,"primary output",
==> metrics by stage <==
| step | std cells | instance area (um2) |
|---|---|---|
| after floorplan | 4983 | 62100 |
| after global placement | 7924 | 69000 |
| after detailed placement | 7924 | 69000 |
| after CTS | 8170 | 73500 |
| after global routing | 8170 | 73500 |
| final | 8175 | 73600 |
==> cell type report <==
| class | instances | area, um2 | area share [%] |
|---|---|---|---|
| Inverter | 172 | 646 | 0.878 |
| Multi-Input combinational cell | 3338 | 26500 | 36.1 |
| Antenna cell | 5 | 12.5 | 0.0170 |
| Tap cell | 2688 | 3360 | 4.57 |
| Timing Repair Buffer | 483 | 4470 | 6.07 |
| Clock inverter | 81 | 1010 | 1.37 |
| Clock buffer | 165 | 3540 | 4.81 |
| Sequential cell | 1243 | 34000 | 46.2 |
==> path summary, 6_finish.rpt <==
kind | end | slack (ns) | cells past startpoint
worst min register to register | state_reg[70] | 0.50 | 2
max in group asynchronous | state_machine.current_state[2] | 76.42 | 1
worst min-delay path | state_reg[70] | 0.50 | 2
worst max register to register | ascon_permutation.state_out[169] | 90.78 | 7
min in group asynchronous | state_machine.squeeze_counter[2] | 18.14 | 1
worst max-delay path | hash_out[10] | 74.19 | 1
==> Yosys cell counts (2+ instances only) <==
master    count
mux2i_1      17
o21ai_2      19
buf_2       121
maj3_1       18
and3_1        4
maj3_2       13
xor2_1      112
clkbuf_1    104
a21boi_1      5
a22oi_1     256
nor2b_1     324
ha_1        135
dfrtp_1      12
a21o_1       65
o21ai_1     145
o31ai_1       2
xnor2_1     369
xor3_1       30
o21ai_0     275
nand2b_1      3
a21oi_1      44
dfxtp_1     328
nand2_1     646
nand3_1      12
and2_1        8
inv_1       172
edfxtp_1    902
a21boi_0     53
xnor2_2     155
xnor3_1     226
buf_1         4
nor2_1      378
xor2_2       17
==> logic make-up (layout without fill, tap and decap cells) <==
family,count (synthesis),in the layout,share of synthesized area [%]
simple gates,1377,1377,9.73
other cells,1,6,0.00604
flops,1243,1243,54.7
buf+inv,402,901,2.68
xor+xnor,909,909,20.6
fa+ha+maj,166,166,3.25
mux,17,17,0.274
compound gates,868,868,8.67
==> worst reg2reg max path: cells and delay by family (launching register included) <==
| family | cells | cell delay (ns) |
|---|---|---|
| DFF | 1 | 0.46 |
| and+or+nand+nor | 2 | 0.34 |
| adders and majority gates | 1 | 0.28 |
| AOI/OAI and AO/OA | 1 | 0.64 |
| buffers and inverters | 3 | 2.07 |
==> routing by layer <==
layer / up-vias / global-route usage (%) / part of all wire (%)
met3: 287 / 11.4 / 14
met4: 10 / 6.93 / 4.6
li1: 18100 / - / -
met5: - / 0 / 0.035
met1: 18100 / 23.5 / 37
met2: 1463 / 27.8 / 44
