### ./run.sh
#!/bin/bash
# OpenROAD 26Q1-2900-gdf79404cd8, Yosys 0.63+post, stock flow scripts
make -C /OpenROAD-flow-scripts/flow DESIGN_CONFIG=/design/flow/config.mk WORK_HOME=/design/flow/orfs finish
### ./config.mk
export PLATFORM = sky130hd
export DESIGN_NAME = kmac_right_pad
export DESIGN_NICKNAME = kmac_right_pad
export VERILOG_FILES = /design/flow/design.v
export SDC_FILE = /design/flow/constraint.sdc
export NUM_CORES = 4
export LEC_CHECK = 1
export CORE_AREA = 10 10 70 70
export DIE_AREA = 0 0 80 80
### ./constraint.sdc
current_design kmac_right_pad

set clk_period 4.3
set clk_io_pct 0.2

create_clock -name clk0 -period $clk_period [get_ports {clk}]

set non_clock_inputs [all_inputs -no_clocks]
set_input_delay [expr $clk_period * $clk_io_pct] -clock clk0 $non_clock_inputs
set_output_delay [expr $clk_period * $clk_io_pct] -clock clk0 [all_outputs]
### ./design.v
`timescale 1ns/1ps
module kmac_right_pad (
    input  logic             clk,
    input  logic             rst_n,
    input  logic             start,
    input  logic [15:0]      bit_len,            
    input  logic [7:0]       enc8_0, enc8_1, enc8_2, enc8_3,
    output logic [63:0]      right_pad_out,
    output logic             done
);
    localparam int MAX_ZEROS = 17;   
    typedef enum logic [1:0] {IDLE, COMPUTE, DONE_STATE} state_t;
    state_t state, state_next;
    always_ff @(posedge clk or negedge rst_n) begin
        if (!rst_n) begin
            state <= IDLE;
        end else begin
            state <= state_next;
        end
    end
    always_comb begin
        state_next = state;
        done = 1'b0;
        unique case (state)
            IDLE: begin
                if (start) begin
                    state_next = COMPUTE;
                end
            end
            COMPUTE: begin
                state_next = DONE_STATE;
            end
            DONE_STATE: begin
                done = 1'b1;
                state_next = IDLE;
            end
            default: state_next = IDLE;
        endcase
    end
    logic [63:0] pad_data;
    always_comb begin
        pad_data = 64'b0;
        if (bit_len < 64) begin
            pad_data[bit_len] = 1'b1;   
        end
        pad_data[39:32] = enc8_0;    
        pad_data[47:40] = enc8_1;    
        pad_data[55:48] = enc8_2;    
        pad_data[63:56] = enc8_3;    
    end
    assign right_pad_out = pad_data;
endmodule
==> results.cfg <==
; yosys + openroad results
[synth]
synthArstFlopShare_pct = 100
yosysWarningCount = 1
yosys-stat-cells = 135
top_cell_area_share_pct = 25.2
ys_seq_share_pct = 7.99
yosys_most_used_dff = dfrtp_1
ys_types = 38
synth_area_um2 = 955
edf_count = 0
ys.flops = 3
synthTopCellsByCount = 33 x nor2_1, 32 x buf_4, 6 x or3_4
top_cells_by_area = buf_4 25%, nor2_1 13%, or3_4 7.1%
yosys.area.top_type = buf_4
yosys-stat-area_um2 = 955
syn_area_per_cell_um2 = 7.07
synth_cells = 135
yosysMostFrequentCell = nor2_1

[critical_path]
cp_data_required_time_ns = 3.44
worstSetupEndpointType = output pin
crit_slowest_cell = clkdlybuf4s50_1
crit_top_cell = clkdlybuf4s50_1
critPathMaxStageDelay_ns = 0.47
critPathBufInv = 3
critPathTopFamily = buffers and inverters
path_class = input pin to output pin
cp_max_fo = 10
crit_arrival_ns = 3.30
critPathLaunchType = input pin
path_cells = clkdlybuf4s50_1 > or2_1 > o41ai_2 > nand3b_1 > buf_4 > or3_4 > nor2_1 > clkdlybuf4s50_1

[power]
power_density_mw_per_mm2 = 103
p_clk_share_pct = 36.4
p_leak_nw = 0.464
peakVddDrop_mv = 0.0733
comb_power_share_pct = 43.2
swShare_pct = 33.2
p_seq_share_pct = 20.3
p_int_uw = 93.4
power.switching_uw = 46.3

[layout]
reg_top3 = state: 3 flops
largest_reg_flops = 3
top_register = state
syn_to_final_growth_pct = 41.5
fillers = 371
drive_above_1_share_pct = 18.8
final_util_pct = 39.6

[job]
warnings = 25
drv_cap = 0

[sta]
max_freq_ghz = 0.240
finalSetupViolCount = 0
period_needed_ns = 4.16
finClkSkew_ns = 0.00624
drv_slew = 0
rsz0062_at_grt = false
post-route-period-util_pct = 96.7
hold_viol = 0
tightest_slew_ns = 0.436
relSlewSlack_pct = 70.9
tns_ns = 0

[clock_network]
htreeDepth = 1
clk_path_buf_depth = 2
clk_pin_slew_worst_paths_ns = 0.04
postCtsSetupRepairBufs = 0
cts_tree = yes
numCtsBuffers = 3
clk_latency_ns = 0.24
cts_hold_buf = 0
cts.repair.resized = 0
clock-sinks = 3
cts_root_buf = clkbuf_4

[global_routing]
grt_use_total_pct = 8.42
antenna_found_initial = 0
overflow = 0
grt_max_degree = 11
grt_first_pass_wirelength_mm = 4.57
grt_pass1_vias = 957

[floorplan]
chipWidth_um = 80
design.core.area_mm2 = 0.00342
rows = 21
fp.dieH_um = 80
fp_util_pct = 27.9
io_pins = 116
fp.dieArea_mm2 = 0.00640

[worst_hold_path]
hold_path_class = flip-flop to flip-flop

[drt]
antenna_cells = 0
totalWireLength_mm = 2.90
drtIter0Drc = 28
viasPerCell = 4.74
wire_per_inst_um = 14.1
vias = 976
drc = 0
antenna_left = 0
drtPass1Iterations = 4

[placement]
hpwl_mm = 2.45
gp_congestion = 0.877
place.port_buffers = 51

[run_status]
outcome = finished clean
==> cells by family (layout without fill, tap and decap cells) <==
group	count (synthesis)	in the layout	synth area share (%)
buf+inv	40	65	30.8
simple gates	76	76	48.1
fa+ha+maj	1	1	1.31
flops	3	3	8.00
compound gates	13	13	9.96
xor+xnor	2	2	1.84
==> per-stage QoR <==
| step | cell area, um^2 | instances | setup WS [ns] | hold WS, ns | total power [mW] |
|---|---|---|---|---|---|
| final | 1350 | 206 | 0.140 | 0.358 | 0.140 |
| after global routing | 1350 | 206 | 0.00792 | 0.380 | 0.150 |
| after CTS | 1320 | 206 | 0.0510 | 0.360 | 0.138 |
| after detailed placement | 1290 | 202 | 0.0602 | 0.343 | 0.0850 |
| after global placement | 1290 | 202 | 0.129 | 0.341 | 0.0842 |
| after floorplan | 955 | 135 | 1.07 | 0.331 | 0.0754 |
==> placed cells by master (no fill, tap or decap), types with 2 or more instances in the layout <==
master           count
dfrtp_1              2
nor3_1               3
nor2b_1              2
nor4_1               2
xnor2_1              2
buf_4                6
or4_1                3
a21oi_1              3
nand3_1              3
o22ai_1              2
nand2_4              3
inv_1                3
clkdlybuf4s50_1     50
nor2_1              32
nand3b_1             2
a21o_1               2
or3_1                3
nand2_1              3
nor3_2               2
or3_4                6
clkbuf_4             3
and2_1               2
==> power groups by stage <==
stage                 Sequential (mW)  Combinational [mW]  Clock (mW)
final                          0.0284              0.0604      0.0509
after CTS                      0.0284              0.0564      0.0528
after global routing           0.0284              0.0660      0.0554
==> final timing paths <==
kind	startpoint	endpoint	slack, ns	cells past startpoint
max in group asynchronous	rst_n	state[0]	3.28	1
min in group asynchronous	rst_n	state[2]	0.80	1
max reg2reg	state[0]	state[2]	3.60	1
min	state[2]	state[1]	0.36	0
min reg2reg	state[2]	state[1]	0.36	0
max	bit_len[1]	right_pad_out[23]	0.14	8
==> metal layers <==
metal	track usage [%]	part of all wire, %	vias up
met5	0	0	-
met4	1.94	0.55	0
met3	5.45	15	4
met2	11.7	41	54
met1	10.5	43	434
li1	-	-	484
==> layout make-up <==
type	instances	area (um^2)	area share [%]
flip-flops and latches	3	76.3	5.65
repair buffers	57	558	41.3
inverters	4	15.0	1.11
well taps	46	57.6	4.26
multi-input cells	92	618	45.7
clock buffers	4	26.3	1.94
Power figures rest on the tool's default switching activity, not on a simulated workload.
